## flow/design.v

```verilog
module out_hex(
	input CLK,
	input [11:0] byte_data_send,
	output reg [6:0] HEX_5,
	output reg [6:0] HEX_4,
	output reg [6:0] HEX_3
);
always @(posedge CLK) begin
	case (byte_data_send[11:8])
		4'h0: HEX_5 = 7'b1000000;
		4'h1: HEX_5 = 7'b1111001;
		4'h2: HEX_5 = 7'b0100100;
		4'h3: HEX_5 = 7'b0110000;
		4'h4: HEX_5 = 7'b0011001;
		4'h5: HEX_5 = 7'b0010010;
		4'h6: HEX_5 = 7'b0000010;
		4'h7: HEX_5 = 7'b1011000;
		4'h8: HEX_5 = 7'b0000000;
		4'h9: HEX_5 = 7'b0010000;
		4'hA: HEX_5 = 7'b0001000;
		4'hB: HEX_5 = 7'b0000011;
		4'hC: HEX_5 = 7'b1000110;
		4'hD: HEX_5 = 7'b0100001;
		4'hE: HEX_5 = 7'b0000110;
		4'hF: HEX_5 = 7'b0001110;
		default:HEX_5 = 7'b1000000;
    endcase
end
always @(posedge CLK) begin
	case (byte_data_send[7:4])
		4'h0: HEX_4 = 7'b1000000;
		4'h1: HEX_4 = 7'b1111001;
		4'h2: HEX_4 = 7'b0100100;
		4'h3: HEX_4 = 7'b0110000;
		4'h4: HEX_4 = 7'b0011001;
		4'h5: HEX_4 = 7'b0010010;
		4'h6: HEX_4 = 7'b0000010;
		4'h7: HEX_4 = 7'b1011000;
		4'h8: HEX_4 = 7'b0000000;
		4'h9: HEX_4 = 7'b0010000;
		4'hA: HEX_4 = 7'b0001000;
		4'hB: HEX_4 = 7'b0000011;
		4'hC: HEX_4 = 7'b1000110;
		4'hD: HEX_4 = 7'b0100001;
		4'hE: HEX_4 = 7'b0000110;
		4'hF: HEX_4 = 7'b0001110;
		default:HEX_4 = 7'b1000000;
	endcase
end
always @(posedge CLK) begin
	case (byte_data_send[3:0])
		4'h0: HEX_3 = 7'b1000000;
		4'h1: HEX_3 = 7'b1111001;
		4'h2: HEX_3 = 7'b0100100;
		4'h3: HEX_3 = 7'b0110000;
		4'h4: HEX_3 = 7'b0011001;
		4'h5: HEX_3 = 7'b0010010;
		4'h6: HEX_3 = 7'b0000010;
		4'h7: HEX_3 = 7'b1011000;
		4'h8: HEX_3 = 7'b0000000;
		4'h9: HEX_3 = 7'b0010000;
		4'hA: HEX_3 = 7'b0001000;
		4'hB: HEX_3 = 7'b0000011;
		4'hC: HEX_3 = 7'b1000110;
		4'hD: HEX_3 = 7'b0100001;
		4'hE: HEX_3 = 7'b0000110;
		4'hF: HEX_3 = 7'b0001110;
		default:HEX_3 = 7'b1000000;
	endcase
end
endmodule
```

## flow/run.sh

```bash
#!/bin/bash
# OpenROAD 26Q1-2900-gdf79404cd8, Yosys 0.63+post, stock flow scripts
make -C /OpenROAD-flow-scripts/flow DESIGN_CONFIG=/design/flow/config.mk WORK_HOME=/design/flow/orfs finish
```

## flow/config.mk

```make
export PLATFORM = sky130hd
export DESIGN_NAME = out_hex
export DESIGN_NICKNAME = out_hex
export VERILOG_FILES = /design/flow/design.v
export SDC_FILE = /design/flow/constraint.sdc
export NUM_CORES = 4
export LEC_CHECK = 1
export CORE_AREA = 10 10 102 102
export DIE_AREA = 0 0 112 112
```

## flow/constraint.sdc

```tcl
current_design out_hex

set clk_period 1.4
set clk_io_pct 0.2

create_clock -name clk0 -period $clk_period [get_ports {CLK}]

set non_clock_inputs [all_inputs -no_clocks]
set_input_delay [expr $clk_period * $clk_io_pct] -clock clk0 $non_clock_inputs
set_output_delay [expr $clk_period * $clk_io_pct] -clock clk0 [all_outputs]
```

==> ci_impl_report.md <==
### Metrics collected by this job

| Metric | Value |
|---|---|
| OpenROAD warning count | about 40 |
| H-tree depth | 1 |
| Area reported by Yosys stat | between 1000 and 1500 sq um |
| Drt total wl | 2700 um |
| Top cells excl fill/tap | buf_4 (32), clkdlybuf4s50_1 (27), dfxtp_1 (21), ha_1 (18), mux2i_1 (8) |
| Crit path cell chain | clkdlybuf4s50_1 |
| DP HPWL | 2380 um |
| Flops after synth | 21 |
| Layout cell share with drive strength beyond 1 | 0.259 |
| Vias in the first global route | roughly 1000 |
| DIE HEIGHT | 112 um |
| Worst IR Drop VDD | 0.206 mV |
| CTS tree | done |
| Clock Pin Slew Worst Setup and Hold Paths | 0.08 ns |
| # Max-Cap Violations | 0 |
| Final setup viols | 0 |
| Crit-path leading delay family | buffers and inverters |
| Cell row count | 33 |
| Buffer depth of the longest clock path | 2 |
| Largest cells by area | dfxtp_1 (36%), ha_1 (19%), mux2i_1 (6.9%) |
| Final Hold Vio Count | 0 |
| Gr usage total | 0.0423 |
| Storage cell area | 420 sq um |
| Logic area | 659 sq um |
| GP Congestion | roughly 0.83 |
| Worst path required time | about 1.1 ns |
| Commonest Layout Cell | buf_4 |
| Cell taking the most area after synthesis | dfxtp_1 |
| Chip width | 112 um |
| I/O pin cnt | 34 |
| Filler cells | 864 |
| Post-Syn Instances | 111 |
| Synth Warn # | 1 |
| Critical Path Fanout Max | 1 |
| CTS Sinks | 21 |
| Crit end category | output pin |
| Die area | between 10000 and 15000 sq um |
| ANT cells | 0 |
| WP depth | 1 |
| Power per cell area | 768 nW/um^2 |
| Via Count | approximately 980 |
| Cell variety after synth | 24 |
| Final ANT Viol Nets | 0 |
| Slew margin rel. | 0.819 |
| Max-area cell share | 0.362 |
| Hold Crit Start | byte_data_send[9] |
| Root Driver | clkbuf_8 |
| P_leak | 0.000865 uW |
| Tmin final | 1.34 ns |
| Initial antenna violation count | 0 |
| Status | finished, final reports clean |
| Fmax | 747 MHz |
| Area grow syn2layout | 60.7% |
| Global-route wire length before repair | between 4000 and 5000 um |
| Final period util | 0.956 |
| Drt via density | approximately 3.5 |
| Critical Path Start | HEX_3[3]$_DFF_P_ |
| Worst hold endpoint | HEX_5[1]$_DFF_P_ |
| Core ar. | 8220 sq um |
| HP Class | in2reg |
| Hold Crit Depth | 2 |
| IO Port Bufs | 33 |
| Sum of buffers and inverters on the critical path | 1 |
| Initial core utilization | 0.141 |
| CTS Buf Count | 3 |
| Pre-antenna DRT Iters | 4 |
| Syn avg cell area | roughly 10 sq um |
| Post-synth seq share | 0.362 |
| CP peak stage delay | roughly 0.47 ns |
| RSZ-0062 raised after global routing | false |
| 1st-iter DRT viols | 15 |
| Synthesized area | around 1200 sq um |
| Hold slack | ~0.39 ns |
| WP data arrival | 1.06 ns |
| Worst setup SP type | flip-flop |
| Overflow left after global routing | 0 |
| Residual DRC | 0 |
| Final Power | around 1400 uW |
| Pins over their slew limit | 0 |
| Yosys Instances | 111 |
| Final WS setup | 0.0621 ns |
| Largest net degree at the start of global routing | 12 |
| Setup CP Type | reg2out |
| Hold_buf cts | 0 |
| Dpl ws | -0.408 ns |
| Routed len/inst | around 9.7 um |
| Worst-margin pin slew | 0.271 ns |
| CP max stage cell | clkdlybuf4s50_1 |
## cell usage after synthesis (all sizes together)
master   n
a21oi    1
or2      1
mux4     2
nand2b   4
o21ai    7
buf      6
a22o     4
dfxtp   21
inv     10
mux2i    8
nor2     6
nor2b    1
o22ai    4
nand3    4
and2b    1
nand2    3
or3b     2
a32o     3
o31ai    2
mux2     3
ha      18
## what timing repair did
item | in CTS | in global routing
endpoints found under the hold margin | 0 | 0
buffers inserted | 0 | 0
resized | 7 | 2
setup endpoints to repair | 5 | 4
## layer usage
layer	vias up	part of all wire	global-route usage
met5	-	0	0
met4	0	0.016	0.00846
met3	2	0.056	0.00814
met2	21	0.52	0.0785
met1	444	0.41	0.0490
li1	510	-	-
## where the power goes
part | internal, uW | total (uW) | switching [uW]
clock | 202 | 396 | 194
sequential | 651 | 665 | 14.3
combinational | 244 | 370 | 127
## cell type report
class | count | area share
flip-flops and latches | 21 | 0.226
well taps | 105 | 0.0705
clock buffers | 4 | 0.0242
repair buffers | 65 | 0.306
multi-input cells | 74 | 0.354
inverters | 10 | 0.0201
## stage by stage
stage / instance area, sq um / TNS (ns) / std cells / util
final: 1860 / 0 / 279 / 0.227
after detailed placement: 1820 / -4.39 / 275 / 0.221
after global routing: 1860 / 0 / 279 / 0.227
after global placement: 1820 / -4.13 / 275 / 0.221
after CTS: 1860 / 0 / 279 / 0.226
after floorplan: 1160 / 0 / 111 / -
## cells by family after synthesis
group                    count (synthesis)  synth area share
AND/OR/NAND/NOR                         22             0.106
AND-OR/OR-AND                           21             0.125
flip-flops                              21             0.362
adder cells (fa/ha/maj)                 18             0.194
buffers and inverters                   16            0.0690
multiplexers                            13             0.143
## state kept, by name (all words and copies together) (netlist names)
name   flops
HEX_5      7
HEX_4      7
HEX_3      7
## worst max path at each step
stage,endpoint,slack (ns)
after CTS,HEX_3[3],0.01
after global routing,HEX_5[1]$_DFF_P_,0.004
final,HEX_3[3],0.06
Power and IR drop assume default switching activity.
